===== flow/constraint.sdc =====
current_design flopenr

set clk_period 1.0
set clk_io_pct 0.2

create_clock -name clk0 -period $clk_period [get_ports {clk}]

set non_clock_inputs [all_inputs -no_clocks]
set_input_delay [expr $clk_period * $clk_io_pct] -clock clk0 $non_clock_inputs
set_output_delay [expr $clk_period * $clk_io_pct] -clock clk0 [all_outputs]

===== flow/config.mk =====
export PLATFORM = sky130hd
export DESIGN_NAME = flopenr
export DESIGN_NICKNAME = flopenr
export VERILOG_FILES = /design/flow/design.v
export SDC_FILE = /design/flow/constraint.sdc
export NUM_CORES = 4
export LEC_CHECK = 1
export CORE_AREA = 10 10 70 70
export DIE_AREA = 0 0 80 80

===== flow/design.v =====
`timescale 1ns / 1ps
module flopenr #(parameter width = 8)(
	input wire clk,
	input wire rst,
	input wire en,
	input wire [width-1:0] d,
	output reg [width-1:0] q
    );
	always @ (posedge clk)
	begin
		if (rst)
			q <= 0;
		else if (en)
			q <= d;
	end
endmodule

===== flow/run.sh =====
#!/bin/bash
# OpenROAD 26Q1-2900-gdf79404cd8, Yosys 0.63+post, stock flow scripts
make -C /OpenROAD-flow-scripts/flow DESIGN_CONFIG=/design/flow/config.mk WORK_HOME=/design/flow/orfs finish

==> impl_table.tex <==
% Table of physical implementation metrics
\begin{tabular}{lr}
\hline
Metric & Value \\
\hline
\multicolumn{2}{l}{\textbf{Synthesis}} \\
\quad Synth area leader & dfxtp\_1 \\
\quad \# Cells Yosys & 26 \\
\quad Number of distinct standard cells referenced by the synthesized netlist & 5 \\
\quad Top cells by area, synth & dfxtp\_1, mux2i\_1, nor2\_1 \\
\quad Number of synthesized register bits & 8 \\
\quad Summed instance area of the synthesized netlist & between 200 and 300 um2 \\
\quad Number of instances in the synthesized netlist & 26 \\
\quad Number of synthesis warnings & 1 \\
\quad Chip area estimate from yosys synthesis & $\sim$290 um2 \\
\quad Area share of the leading cell type in the synthesized netlist & 56.1\% \\
\quad Post-Synthesis Mean Instance Area & 11.0 um2 \\
\quad Register area share after synthesis & 56.1\% \\
\multicolumn{2}{l}{\textbf{Finish}} \\
\quad FF+latch area & 170 um2 \\
\quad Number of flip-flops in the largest register & 8 \\
\quad Area grow syn2layout & 101\% \\
\quad Most frequent logic cell in the layout & clkdlybuf4s50\_1 \\
\quad Filler Cell Count & 383 \\
\quad Share of the core filled with cells in the final layout & 16.8\% \\
\quad Most numerous logic cells after layout & clkdlybuf4s50\_1, nor2\_1, clkdlybuf4s15\_1, dfxtp\_2, mux2i\_1 \\
\quad Layout cell share with drive strength beyond 1 & 29.8\% \\
\quad Area of combinational cells with multiple inputs & 114 um2 \\
\quad Register with the highest flop count & q \\
\quad Largest regs & q (8) \\
\multicolumn{2}{l}{\textbf{Flow run}} \\
\quad Reported max-cap violation count & 0 \\
\quad Number of warnings in the stage logs & 25 \\
\multicolumn{2}{l}{\textbf{Drt}} \\
\quad Number of vias after detailed routing & approximately 250 \\
\quad DRC violation total after the first TritonRoute iteration & 8 \\
\quad Number of antenna-violating nets in the routed design & 0 \\
\quad DR WL/cell & 9.39 um \\
\quad Antenna diodes & 0 \\
\quad DRC violation count after routing & 0 \\
\quad Via density per instance & 2.68 \\
\quad Wirelength, routed & 873 um \\
\quad Drt pass-1 iters & 2 \\
\multicolumn{2}{l}{\textbf{Critical path}} \\
\quad Worst Path Buf+Inv & 1 \\
\quad Cells traversed along the worst timing path & clkdlybuf4s15\_1 \\
\quad Worst path slowest cell & dfxtp\_2 \\
\quad Family with the most delay on the worst path & flip-flops \\
\quad Signal arrival time at the worst endpoint & 0.74 ns \\
\quad Biggest cell delay along the critical path & 0.33 ns \\
\quad Largest fanout of any net on the critical path & 2 \\
\quad CP required & 0.80 ns \\
\quad Crit Path Class & flop to output pin \\
\quad Critical Path Source Type & flop \\
\quad Endpoint class of the critical path & output pin \\
\multicolumn{2}{l}{\textbf{Place}} \\
\quad Global placement routability congestion & 0.664 \\
\quad Input/output buffers & 18 \\
\multicolumn{2}{l}{\textbf{STA}} \\
\quad RSZ-0062 raised after global routing & false \\
\quad Final critical-path share of the clock period & approximately 94\% \\
\quad Setup violation total in the final timing report & 0 \\
\quad Largest clock skew in the final design & 0 ns \\
\quad Max-slew violation count & 0 \\
\quad Max Fclk & 1070 MHz \\
\quad Hold violation total from the final report & 0 \\
\quad Clock period minus final worst setup slack & between 0.9 and 1 ns \\
\quad Slew headroom & between 70\% and 80\% \\
\quad Measured slew at the worst slew-check pin & about 0.31 ns \\
\quad Min Hold Slack & 0.418 ns \\
\multicolumn{2}{l}{\textbf{Floorplanning}} \\
\quad Chip height & about 80 um \\
\quad Row count & 21 \\
\quad Area of the core region & 3420 um2 \\
\quad Full die area & between 6000 and 7000 um2 \\
\quad Horizontal die size & roughly 80 um \\
\quad Fp\_density & under 10\% \\
\quad Top-level port count & 19 \\
\multicolumn{2}{l}{\textbf{Run status}} \\
\quad Status & finished clean \\
\multicolumn{2}{l}{\textbf{GRT}} \\
\quad Vias in the first global route & 298 \\
\quad Congestion Overflow GR & 0 \\
\quad Number of antenna violations at the first check in global routing & 0 \\
\quad GRT Resource Usage Total & around 2.6\% \\
\quad Pin count of the biggest net entering global routing & 9 \\
\quad First-pass GRT wire length & roughly 1300 um \\
\multicolumn{2}{l}{\textbf{Clocking}} \\
\quad TritonCTS clock tree & yes \\
\quad Post-CTS Hold Fix Bufs & 0 \\
\quad Root buffer cell & clkbuf\_4 \\
\quad Total CTS buffers & 3 \\
\quad Clock-pin slew reported for the worst setup and hold paths after clock tree synthesis & 0.05 ns \\
\quad Clock insertion delay at the later pin of the skew report & 0.24 ns \\
\quad Maximum level of the CTS H-tree & 1 \\
\quad CTS Buffer Depth & 2 \\
\quad Number of clock sinks & 8 \\
\multicolumn{2}{l}{\textbf{Pwr}} \\
\quad Peak supply drop & 0.000236 V \\
\quad Leakage power of the design & 0.242 nW \\
\quad Power per standard cell area & 1210 nW/um2 \\
\multicolumn{2}{l}{\textbf{Min path}} \\
\quad Class of the tightest hold or removal check & input pin to flop \\
\hline
\end{tabular}
[final timing paths]
path,endpoint,slack [ns],cells past startpoint,from
worst max-delay path,q[1],0.06,1,q[1]
worst min-delay path,q[5],0.42,4,en
worst max register to register,q[0],0.24,3,q[0]
worst min register to register,q[5],0.48,2,q[5]
[synthesized netlist by cell type]
cell type  instances
nor2_1             8
mux2i_1            8
buf_6              1
dfxtp_1            8
buf_1              1
[timing repair]
| action | CTS | global route |
|---|---|---|
| gates resized | 22 | 4 |
| setup endpoints to repair | 8 | 7 |
| gates cloned | 0 | 0 |
| setup buffers | 0 | 1 |
| pin swaps | 0 | 0 |
[report_power, final]
group	switching [mW]	leakage [nW]	internal, mW
clock	0.0896	0.0138	0.136
sequential	0.00980	0.0689	0.343
combinational	0.0343	0.159	0.0851
[cell type report]
| type | instances | area share [%] |
|---|---|---|
| clock buffers | 3 | 3.92 |
| multi-input cells | 16 | 19.8 |
| flip-flops and latches | 8 | 29.6 |
| well taps | 46 | 10.0 |
| repair buffers | 20 | 36.6 |
[through the flow]
step	setup TNS, ns	cell area, um2	power, mW	instances	worst slack [ns]
2_1_floorplan	0	285	0.389	26	0.342
3_3_place_gp	-1.61	528	0.477	89	-0.205
3_5_place_dp	-1.70	528	0.479	89	-0.224
4_1_cts	0	558	0.708	92	0.000112
5_1_grt	0	574	0.742	93	0.00967
6_report	0	574	0.697	93	0.0640
[metal layers]
layer  share of wire [%]  vias up  track usage [%]
met3                 5.8        2             1.25
met2                  65        2             5.54
li1                    -      127                -
met4                0.57        0            0.704
met1                  28      118             1.87
met5                   0        -                0
[cell families after synthesis]
| family | count (synthesis) | share of synthesized area (%) |
|---|---|---|
| flip-flops | 8 | 56.1 |
| buffers and inverters | 2 | 5.26 |
| multiplexers | 8 | 28.1 |
| AND/OR/NAND/NOR | 8 | 10.5 |
Power figures rest on the tool's default switching activity, not on a simulated workload.
